**/design/flow/design.v**
```verilog
module counter ( out, clk, reset ) ;
   input clk, reset;
   output [3:0] out;
   reg [3:0] 	out;
   wire [3:0] 	next;
   assign next = reset ? 4'b0 : (out + 4'b1);
   always @ ( posedge clk ) begin
      out <= #1 next;
   end
endmodule  
```
**/design/flow/run.sh**
```bash
#!/bin/bash
# OpenROAD 26Q1-2900-gdf79404cd8, Yosys 0.63+post, stock flow scripts
make -C /OpenROAD-flow-scripts/flow DESIGN_CONFIG=/design/flow/config.mk WORK_HOME=/design/flow/orfs finish
```
**/design/flow/config.mk**
```make
export PLATFORM = sky130hd
export DESIGN_NAME = counter
export DESIGN_NICKNAME = counter
export VERILOG_FILES = /design/flow/design.v
export SDC_FILE = /design/flow/constraint.sdc
export NUM_CORES = 4
export LEC_CHECK = 1
export CORE_AREA = 10 10 70 70
export DIE_AREA = 0 0 80 80
```
**/design/flow/constraint.sdc**
```tcl
current_design counter

set clk_period 1.5
set clk_io_pct 0.2

create_clock -name clk0 -period $clk_period [get_ports {clk}]

set non_clock_inputs [all_inputs -no_clocks]
set_input_delay [expr $clk_period * $clk_io_pct] -clock clk0 $non_clock_inputs
set_output_delay [expr $clk_period * $clk_io_pct] -clock clk0 [all_outputs]
```
==> results.json <==
{
  "logic_area_sq_um": 65.1,
  "critPathSlowestCell": "clkdlybuf4s50_1",
  "cap_violations": 0,
  "leakagePower_nw": 0.0956,
  "holdCritPathClass": "flip-flop to flip-flop",
  "cts-resized-gates": 0,
  "reg2reg_to": "out[3]",
  "log.warning_count": 25,
  "io_pins": 6,
  "path_delay_family": "buffers and inverters",
  "wl_per_cell_um": 5.69,
  "grt_pass1_wl_um": 627,
  "grt_pass1_vias": 134,
  "synth_cells": 13,
  "cp_data_required_time_ns": 1.20,
  "hold_viol": 0,
  "ant_nets": 0,
  "post-route-period-util": 0.929,
  "rr_startpoint": "out[0]",
  "largest_area_cell": "dfxtp_1",
  "synth_warnings": 1,
  "powerDensity_nw_per_um2": 999,
  "vias": 123,
  "finClkSkew_ns": 0.00464,
  "largest_reg_flops": 4,
  "clock_latency_ns": 0.23,
  "drc_errors": 0,
  "fin_util": 0.0813,
  "ir_drop_uv": 111,
  "cp-end-kind": "output pin",
  "yosysChipArea_sq_um": 145,
  "cts_made_buffers": 3,
  "final.setup.tns_ns": 0,
  "crit_buf_inv": 1,
  "post_cts_buffers": 0,
  "core-area_sq_um": 3420,
  "portBuffers": 5,
  "tightest_slew_ns": 0.181,
  "grtUsageTotal": 0.0144,
  "dieHeight_um": 80,
  "cts-root-buf": "clkbuf_4",
  "worstPathMaxFanout": 4,
  "synthTopCellsByArea": "dfxtp_1 55%, mux2_4 10%, ha_1 8.6%",
  "crit_type": "flip-flop to output pin",
  "cp.depth": 1,
  "drive_gt1_frac": 0.190,
  "rows": 21,
  "cpPeakStageDelay_ns": 0.50,
  "ys_cells": 13,
  "vias_per_cell": 1.81,
  "die_w_um": 80,
  "clk_pin_slew_worst_paths_ns": 0.03,
  "max_flop_register": "out",
  "whs_ns": 0.467,
  "reg2reg_depth": 2,
  "worstHoldStart": "out[0]",
  "yosysSeqAreaShare": 0.552,
  "largestRegisters": "out (4)",
  "numSynthFlops": 4,
  "whs_endpoint": "out[0]",
  "min_path_cells": 1,
  "drtIter0Drc": 1,
  "synth_area_sq_um": 145,
  "cts_htree_levels": 1,
  "regToRegSetupSlack_ns": 0.61,
  "setup_viol": 0,
  "startpoint_type": "flip-flop",
  "antenna_found_initial": 0,
  "status": "finished clean",
  "gp_congestion": 0.646,
  "cp_data_arrival_time_ns": 1.09,
  "n_fill_cell": 400,
  "cts_tree": "done",
  "max-slew-margin-rel": 0.879,
  "drt_wl_total_um": 387,
  "drt_pre_antenna_iters": 2,
  "fp_util": 0.0425,
  "finalCriticalPeriod_ns": 1.39,
  "grt_remaining_overflow": 0,
  "area_growth_pct": 91.4,
  "path_cells": "clkdlybuf4s50_1",
  "rsz0062_at_grt": "false",
  "grt_start_max_net_pins": 6,
  "syn_avg_cell_area_sq_um": 11.2,
  "seqCellArea_sq_um": 80.1,
  "clkSinkCount": 4,
  "synth_cell_types": 7,
  "clock_path_buffers": 2,
  "postCtsHoldBufs": 0,
  "slew_violations": 0,
  "placed_cell_area_sq_um": 253,
  "fmax_mhz": 717,
  "stdcell_area_sq_um": 278,
  "chip_area_sq_um": 6400,
  "top_cell_area_share": 0.552
}
==> synthesized netlist by cell type, drive strengths merged <==
master  instances
dfxtp           4
ha              1
mux2            1
nand3           1
nor2            3
nor2b           2
xnor2           1
==> report_power, final <==
part | leakage, nW | total, W | internal (W) | switching, W
registers | 0.0329 | 0.000120 | 0.000114 | 0.00000619
logic | 0.0489 | 0.0000267 | 0.0000192 | 0.00000752
clock network | 0.0138 | 0.000131 | 0.0000893 | 0.0000414
total | 0.0956 | 0.000278 | 0.000223 | 0.0000551
==> cell usage in the layout, fill, tap and decap left out <==
master	synthesis	final
clkbuf_4	0	3
clkdlybuf4s50_1	0	5
dfxtp_1	4	4
diode_2	0	1
ha_1	1	1
mux2_4	1	1
nand3_1	1	1
nor2_1	3	3
nor2b_1	2	2
xnor2_1	1	1
==> stage by stage <==
stage | setup WS (ns) | total power (W) | std cells
6_report | 0.106 | 0.000278 | 68
3_5_place_dp | 0.202 | 0.000150 | 64
4_1_cts | 0.0775 | 0.000286 | 67
5_1_grt | 0.0301 | 0.000299 | 67
3_3_place_gp | 0.227 | 0.000148 | 64
2_1_floorplan | 0.680 | 0.000128 | 13
==> kinds of logic after synthesis <==
family,Yosys count,synth area share
XOR/XNOR,1,0.0604
adder cells (fa/ha/maj),1,0.0862
flip-flops,4,0.552
multiplexers,1,0.103
AND/OR/NAND/NOR,6,0.198
==> worst max path at each step <==
| stage | slack [ns] | endpoint | from |
|---|---|---|---|
| final | 0.11 | out[0] | out[0] |
| after CTS | 0.08 | out[1] | out[1] |
| after global routing | 0.03 | out[1] | out[1] |
==> layout make-up <==
type,instances,share of cell area
well taps,46,0.207
flip-flops and latches,4,0.288
diodes,1,0.00901
multi-input cells,9,0.234
repair buffers,5,0.180
clock buffers,3,0.0811
==> layer usage <==
layer	GRT usage	part of all wire	up-vias
met5	0	0	-
met4	0.00352	0	0
met3	0.0330	0.39	0
met2	0.0120	0.26	8
met1	0.0106	0.34	54
li1	-	-	61
Power is estimated from default activity; no workload was simulated.
