[/design/flow/config.mk]
export PLATFORM = sky130hd
export DESIGN_NAME = fa_4bit
export DESIGN_NICKNAME = fa_4bit
export VERILOG_FILES = /design/flow/design.v
export SDC_FILE = /design/flow/constraint.sdc
export NUM_CORES = 4
export LEC_CHECK = 1
export CORE_AREA = 10 10 70 70
export DIE_AREA = 0 0 80 80
[/design/flow/constraint.sdc]
current_design fa_4bit

set clk_period 5.0
set clk_io_pct 0.2

create_clock -name clk0 -period $clk_period

set non_clock_inputs [all_inputs -no_clocks]
set_input_delay [expr $clk_period * $clk_io_pct] -clock clk0 $non_clock_inputs
set_output_delay [expr $clk_period * $clk_io_pct] -clock clk0 [all_outputs]
[/design/flow/design.v]
module fa_4bit( cin, cout, ain, bin, sum );
	input cin;
	input [3:0] ain, bin;
	output [3:0] sum;
	output cout;
	assign {cout,sum} = ain + bin + cin;
endmodule  
[/design/flow/run.sh]
#!/bin/bash
# OpenROAD 26Q1-2900-gdf79404cd8, Yosys 0.63+post, stock flow scripts
make -C /OpenROAD-flow-scripts/flow DESIGN_CONFIG=/design/flow/config.mk WORK_HOME=/design/flow/orfs finish
==> impl_metrics.py <==
# Flow results
metrics = {
    "run_status": {
        "status": "completed",
    },
    "sta": {
        "relSlewSlack_pct": 89.0,
        "fmax_ghz": 0.258,
        "hold-worst-slack_ps": 3070,
        "final_hold_viol_count": 0,
        "setup-tns-final_ps": 0,
        "tightest_slew_ps": 164,
        "rsz0062_at_grt": "no",
        "fin_crit_ps": 3880,
        "slew_viol_final": 0,
        "setup_viol": 0,
        "timing.final.crit_share_pct": 77.6,
    },
    "yosys": {
        "yosys.stat.seqShare_pct": 0,
        "topCellsByArea": "fa_1 (28%), ha_1 (26%), xnor2_1 (12%)",
        "syn_area_um2": 144,
        "yosys_warnings": 0,
        "synthDistinctLibCells": 9,
        "synth_area_leader_cell": "fa_1",
        "yosys-stat-area_um2": 144,
        "top_cell_area_share_pct": 27.8,
        "syn_area_per_cell_um2": 8.99,
        "syn_inst": 16,
        "yosysCellCount": 16,
    },
    "drt": {
        "n_antenna_cell": 0,
        "finalWirelength_um": 516,
        "drcViolationCount": 0,
        "drt-pass1-iter-count": 1,
        "viasPerCell": 2.08,
        "num_vias": 158,
        "drt_iter0_drc": 0,
        "wire_per_inst_um": 6.79,
        "ant_nets": 0,
    },
    "grt": {
        "grt_pass1_wl_um": 814,
        "antenna_found_initial": 0,
        "grt_usage_pct": 1.55,
        "grt_overflow": 0,
        "grt_pass1_vias": 159,
        "grt_max_degree": 4,
    },
    "floorplanning": {
        "die_x_um": 80,
        "die_height_um": 80,
        "core_um2": 3420,
        "die_area_um2": 6400,
        "fp_util_pct": 4.21,
        "io_pins": 14,
        "num_rows": 21,
    },
    "power_and_ir_drop": {
        "powerDensity_nw_per_um2": 100,
        "p_leak_nw": 0.135,
        "ir_drop_uv": 13.1,
    },
    "layout": {
        "nFlopsAndLatches": 0,
        "nClkBuffers": 0,
        "drive_above_1_share_pct": 3.33,
        "synthToLayoutAreaGrowth_pct": 137,
        "n_fill_cell": 400,
        "seqCellArea_um2": 0,
        "final_util_pct": 10.0,
        "logic_area_um2": 129,
    },
    "critical_path": {
        "worst-path-max-fanout": 2,
        "crit_path_start_kind": "input pin",
        "worstSetupStartpoint": "cin",
        "cp.required_ps": 4000,
        "end_kind": "primary output",
        "crit_type": "input pin to primary output",
        "crit_arrival_ps": 2880,
    },
    "clock_tree": {
        "cts_resized": 0,
        "cts_setup_buffers": 0,
        "cts_hold_buf": 0,
    },
    "job": {
        "tool_warnings": 35,
        "maxCapViolCount": 0,
    },
    "min_path": {
        "hold_start": "bin[0]",
        "hp-class": "input pin to primary output",
    },
    "place": {
        "io_buffers": 14,
        "finalWeightedCongestion": 0.747,
    },
}
-- power by group --
group	switching (mW)	internal, mW
sequential	0	0
combinational	0.00990	0.0244
clock	0	0
total	0.00990	0.0244
-- cell usage after synthesis (all sizes together) --
cell type / count
ha: 3
fa: 2
inv: 4
o21ai: 1
nand2b: 1
a21oi: 1
a21o: 1
nor2b: 1
xnor2: 2
-- cells by family (layout without fill, tap and decap cells) --
kind of cell | count (synthesis) | after routing | synth area share, %
AND/OR/NAND/NOR | 2 | 2 | 8.70
XOR/XNOR | 2 | 2 | 12.2
buffers and inverters | 4 | 18 | 10.4
adder cells (fa/ha/maj) | 5 | 5 | 53.9
AND-OR/OR-AND | 3 | 3 | 14.8
-- metal layers --
metal / wire (µm) / up-vias / global-route usage [%]
li1: - / 79 / -
met1: 222 / 67 / 2.00
met2: 149 / 12 / 2.01
met3: 143 / 0 / 1.36
met4: 0 / 0 / 0
met5: 0 / - / 0
-- path summary, 6_finish.rpt --
path                 end  slack, ps  depth (start not counted)
setup / recovery    cout       1120                          8
hold / removal    sum[0]       3070                          3
-- final cells by class --
class                           instances  share of cell area, %
Inverter                                4                   4.40
Timing Repair Buffer                   14                   41.0
Tap cell                               46                   16.8
Multi-Input combinational cell         12                   37.7
-- critical path, cell delays in order --
cell and delay (ps):
clkdlybuf4s50_1 490, fa_1 200, inv_1 50, fa_1 400, nor2b_1 120, o21ai_0 80, nand2b_1 70, clkdlybuf4s50_1 460
-- through the flow --
step / setup WS, ps / power (mW) / instances / cell area [µm²]
floorplan: 2080 / 0.0107 / 16 / 144
global placement: 1120 / 0.0349 / 76 / 342
detailed placement: 1110 / 0.0348 / 76 / 342
CTS: 1100 / 0.0351 / 76 / 342
global route: 956 / 0.0385 / 76 / 342
finish: 1120 / 0.0343 / 76 / 342
-- cell usage in the layout, fill, tap and decap left out --
cell type / count
fa_1: 2
a21oi_2: 1
clkdlybuf4s50_1: 14
nand2b_1: 1
a21o_1: 1
inv_1: 4
o21ai_0: 1
xnor2_1: 2
ha_1: 3
nor2b_1: 1
Power is estimated from default activity; no workload was simulated.
