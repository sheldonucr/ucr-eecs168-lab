--- design/flow/constraint.sdc ---
current_design gcdGCDUnit_rtl

set clk_period 6.2
set clk_io_pct 0.2

create_clock -name clk0 -period $clk_period [get_ports {clk}]

set non_clock_inputs [all_inputs -no_clocks]
set_input_delay [expr $clk_period * $clk_io_pct] -clock clk0 $non_clock_inputs
set_output_delay [expr $clk_period * $clk_io_pct] -clock clk0 [all_outputs]
--- design/flow/design.v ---
module gcdGCDUnitCtrl
( 
    input clk, reset, operands_val, result_rdy,
    input B_zero, A_lt_B,
    output reg result_val, operands_rdy,
    output reg [1:0] A_mux_sel,
    output reg B_mux_sel, A_en, B_en
);
parameter CALC = 2'b00;
parameter IDLE = 2'b10;
parameter DONE = 2'b11;
reg [1:0] state;
reg [1:0] nextstate;
always @* begin
    nextstate = state; 
    A_en = 0;
    B_en = 0;
    result_val = 0;
    operands_rdy = 0;
    B_mux_sel = 0;
    A_mux_sel = 2'b00;
    case (state)
        IDLE : begin
            operands_rdy = 1;
            if(operands_val == 1'b1) begin
                nextstate = CALC;
                A_en = 1;
                B_en = 1;
            end else begin
                nextstate = IDLE;
            end
        end
        CALC : begin
            if(A_lt_B == 1'b1) begin
                B_mux_sel = 1;
                A_mux_sel = 2'b01;
                A_en = 1;
                B_en = 1;
                nextstate = CALC;
            end else if (B_zero == 1'b0) begin
                A_mux_sel = 2'b10;
                A_en = 1;
                nextstate = CALC;
            end else begin
                nextstate = DONE;
            end
        end
        DONE : begin
                        result_val = 1;
            if (result_rdy == 1'b1) begin
                nextstate = IDLE;
            end else begin
                nextstate = DONE;
            end
        end
    endcase
end
always @(posedge clk) begin
    if(reset)
        state <= IDLE;
    else
        state <= nextstate;
end
endmodule
module gcdGCDUnitDpath#( parameter W = 16 )
( 
    input [W-1:0] operands_bits_A,
    input [W-1:0] operands_bits_B,
    output [W-1:0] result_bits_data,
    input clk, reset,
    input B_mux_sel, A_en, B_en,
    input [1:0] A_mux_sel,
    output B_zero,
    output A_lt_B
);
reg [W-1:0] A_reg;
reg [W-1:0] B_reg;
wire [W-1:0] A_next;
wire [W-1:0] B_next;
wire [W-1:0] sub_out;
assign A_next
    = A_mux_sel == 2'b00 ? operands_bits_A
    : A_mux_sel == 2'b01 ? B_reg
    : A_mux_sel == 2'b10 ? sub_out
    : {W{1'bx}};
assign B_next
    = B_mux_sel == 1'b0 ? operands_bits_B
    : B_mux_sel == 1'b1 ? A_reg
    : {W{1'bx}};
assign sub_out = A_reg - B_reg;
assign B_zero = (B_reg == 0) ? 1'b1 : 1'b0;
assign A_lt_B = (A_reg < B_reg) ? 1'b1 : 1'b0;
assign result_bits_data = A_reg;
always @ (posedge clk or posedge reset) begin
    if(reset) begin
        A_reg <= 0;
        B_reg <= 0;
    end else begin
        if (A_en) A_reg <= A_next;
        if (B_en) B_reg <= B_next;
    end
end
endmodule
module gcdGCDUnit_rtl#( parameter W = 16 ) 
( 
  input          clk,
  input          reset,
  input  [W-1:0] operands_bits_A,
  input  [W-1:0] operands_bits_B,  
  input          operands_val,
  output         operands_rdy,
  output [W-1:0] result_bits_data,
  output         result_val,
  input          result_rdy
);
wire B_mux_sel, A_en, B_en, B_zero, A_lt_B;
wire [1:0] A_mux_sel;
gcdGCDUnitDpath#(W) GCDdpath0(
    .operands_bits_A(operands_bits_A),
    .operands_bits_B(operands_bits_B),
    .result_bits_data(result_bits_data),
    .clk(clk), 
    .reset(reset),
    .A_mux_sel(A_mux_sel), 
    .A_en(A_en), 
    .B_en(B_en),
    .B_mux_sel(B_mux_sel),
    .B_zero(B_zero),
    .A_lt_B(A_lt_B)
);
gcdGCDUnitCtrl GCDctrl0(
    .operands_rdy(operands_rdy),
    .operands_val(operands_val), 
    .result_rdy(result_rdy),
    .result_val(result_val), 
    .clk(clk), 
    .reset(reset), 
    .B_zero(B_zero), 
    .A_lt_B(A_lt_B),
    .A_mux_sel(A_mux_sel), 
    .A_en(A_en), 
    .B_en(B_en),
    .B_mux_sel(B_mux_sel)
);
endmodule
--- design/flow/run.sh ---
#!/bin/bash
# OpenROAD 26Q1-2900-gdf79404cd8, Yosys 0.63+post, stock flow scripts
make -C /OpenROAD-flow-scripts/flow DESIGN_CONFIG=/design/flow/config.mk WORK_HOME=/design/flow/orfs finish
--- design/flow/config.mk ---
export PLATFORM = sky130hd
export DESIGN_NAME = gcdGCDUnit_rtl
export DESIGN_NICKNAME = gcdGCDUnit_rtl
export VERILOG_FILES = /design/flow/design.v
export SDC_FILE = /design/flow/constraint.sdc
export NUM_CORES = 4
export LEC_CHECK = 1
export CORE_UTILIZATION = 30
==> results.json <==
{
  "status": "finished, final reports clean",
  "warnings": 25,
  "drive_above_1_share_pct": 4.55,
  "via_per_inst": 5.20,
  "placed_area_mm2": 0.00318,
  "cts_buffers": 5,
  "worstMarginPinSlew_ps": 781,
  "fp_util_pct": 31.2,
  "comb_area_mm2": 0.00156,
  "synth_simple_gate_area_share_pct": 16.3,
  "hold_viol": 0,
  "num_io_pins": 54,
  "wl_per_cell_um": 15.6,
  "hold_slack_ps": 488,
  "syn_inst": 302,
  "hpwl_um": 5340,
  "drt_pass1_iterations": 4,
  "fmax_ghz": 0.296,
  "drt-total-wl_um": 7140,
  "fin_util_pct": 39.5,
  "drtIter0Drc": 126,
  "area_delta_synth_final_pct": 26.8,
  "crit_required_ps": 6370,
  "slew_viol_final": 0,
  "clk_pin_slew_worst_paths_ps": 70,
  "route.vias.total": 2378,
  "clock.latency.late_pin_ps": 290,
  "postSynth.asyncResetShare_pct": 91.4,
  "crit_path_end_kind": "flop",
  "antenna_found_initial": 0,
  "ys_cells": 302,
  "crit_type": "flop to flop",
  "adder_share_pct": 8.55,
  "synth_seq_share_pct": 33.4,
  "cp-start-kind": "flop",
  "crit_fanout": 43,
  "drc": 0,
  "synth.distinct_cells": 48,
  "die_h_um": 94.6,
  "port_buffers": 53,
  "antenna_left": 0,
  "cts.sinks": 35,
  "timing.setup.tns_ps": 0,
  "die_area_mm2": 0.00896,
  "synthAoiAreaFrac_pct": 23.7,
  "regArea_um2": 861,
  "cts_root_buf": "clkbuf_8",
  "yosys_warnings": 2,
  "die_w_um": 94.6,
  "crit_arrival_ps": 3550,
  "htree_num_levels": 2,
  "finalClockPeriodUsage_pct": 54.5,
  "hp-class": "flop to flop",
  "fill_cells": 837,
  "grt_pass1_wl_um": 11600,
  "finalCriticalPeriod_ps": 3380,
  "synth-xor-area-share_pct": 3.40,
  "rsz0062_at_grt": "no",
  "ctsResizeCount": 0,
  "core_mm2": 0.00826,
  "ff_type": "dfrtp_1",
  "p_leak_uw": 0.00142,
  "cts_tree": "done",
  "ys_ff": 35,
  "holdBufCountCts": 0,
  "grt_pass1_vias": 2323,
  "power.density_mw_per_mm2": 593,
  "skew_ps": 8.26,
  "synthMuxAreaShare_pct": 8.26,
  "yosys-stat-area_mm2": 0.00257,
  "post-cts-setup-buffer-count": 0,
  "edf_count": 0,
  "grt_max_degree": 44,
  "fin_area_mm2": 0.00326,
  "grt_overflow_total": 0,
  "finalWeightedCongestion": 0.879,
  "ir_worst_vdd_uv": 251,
  "syn-cell-area_mm2": 0.00257,
  "track_usage_pct": 17.2,
  "n_antenna_cell": 0,
  "synth.logic.top_family": "AND-OR/OR-AND gates",
  "maxCapViolations": 0,
  "setup_violations": 0,
  "clk_path_buf_depth": 2,
  "maxSlewHeadroom_pct": 48.0,
  "avgSynthCellArea_um2": 8.53,
  "num_rows": 33
}
## synth_stat cells, types with 2 or more instances
cell      number  share of area, %
nand2_1       42               6.1
a31oi_1        3              0.73
a221oi_1       2              0.68
nor2_1        11               1.6
dfrtp_1       32                31
ha_1          16               7.8
nand3_1        8               1.6
o21ai_0       24               4.7
o211ai_1       2              0.58
and2_1         2              0.49
buf_2          4              0.78
o21ai_1       11               2.1
a221o_1        3               1.2
dfxtp_1        3               2.3
a21oi_1       22               4.3
nor2b_1        4              0.97
o221ai_1       3               1.0
xnor2_1        8               2.7
mux2i_1       19               7.4
buf_6          2              0.87
nor3_1         6               1.2
o31a_1         2              0.68
or3_1          2              0.49
nand4_1        3              0.73
inv_1         21               3.1
clkbuf_1       7               1.0
nor4_1         5               1.2
mux2_2         2              0.87
a32oi_1        2              0.68
a21o_1         5               1.5
o21a_1         7               2.0
nand2b_1       2              0.49
xor2_1         2              0.68
## cell families after synthesis
logic type,after synthesis
AND-OR/OR-AND,95
XOR/XNOR,10
adder cells (fa/ha/maj),17
buffers and inverters,35
flip-flops,35
multiplexers,21
AND/OR/NAND/NOR,89
## per-layer routing
| metal | GRT usage [%] | part of all wire (%) | vias up | wire length (µm) |
|---|---|---|---|---|
| met3 | 3.27 | 6.7 | 8 | 476 |
| met2 | 27.8 | 46 | 76 | 3260 |
| met5 | 0 | 0 | - | 0 |
| met4 | 2.15 | 1.3 | 0 | 93 |
| met1 | 25.1 | 46 | 1099 | 3310 |
| li1 | - | - | 1195 | - |
## stage by stage
step / setup WS, ps / power [µW] / std cells
2_1_floorplan: 3700 / 1400 / 302
3_3_place_gp: 2720 / 1780 / 449
3_5_place_dp: 2630 / 1780 / 449
4_1_cts: 2830 / 1950 / 457
5_1_grt: 2620 / 2140 / 457
6_report: 2820 / 1940 / 457
## layout by cell type, fill, tap and decap left out, drive strengths merged, types with 4 or more instances in the layout
cell / n
nand2: 42
a21o: 5
nor2: 11
nor4: 5
nor2b: 4
o21ai: 35
mux2i: 19
a21oi: 23
nor3: 6
clkdlybuf4s50: 53
dfrtp: 32
o21a: 7
xnor2: 8
clkbuf: 7
nand3: 8
inv: 21
ha: 16
## power breakdown
part	internal, µW	total, µW	switching, µW
combinational	620	1300	683
clock	78.9	162	83.0
sequential	341	472	130
## cell type report
cell class                      count  share of cell area, %
Inverter                           21                   2.41
Sequential cell                    35                   26.4
Clock buffer                        7                   2.34
Tap cell                          105                   4.02
Timing Repair Buffer               56                   16.9
Clock inverter                      1                  0.153
Multi-Input combinational cell    232                   47.8
## final timing paths
path	startpoint	cells past startpoint	to	slack [ps]
max in group asynchronous	reset	3	GCDdpath0.A_reg[4]	4450
min in group asynchronous	reset	3	GCDdpath0.A_reg[8]	1450
hold / removal	GCDctrl0.state[2]	2	GCDctrl0.state[2]	490
setup reg to reg	GCDdpath0.A_reg[0]	11	GCDdpath0.A_reg[15]	2820
setup / recovery	GCDdpath0.A_reg[0]	11	GCDdpath0.A_reg[15]	2820
hold reg to reg	GCDctrl0.state[2]	2	GCDctrl0.state[2]	490
## worst max-delay path, cell delays in order (launching register included)
cell and delay [ps]:
dfrtp_1 390, inv_1 80, ha_1 180, fa_1 220
nor2b_1 70, o31a_1 280, nand2b_4 170, a2111o_1 420
a21oi_4 500, buf_4 460, nor2_1 160, a221o_1 310
Power is estimated from default activity; no workload was simulated.
